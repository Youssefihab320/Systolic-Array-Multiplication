### flow/run.sh
#!/bin/bash
# OpenROAD 26Q1-2900-gdf79404cd8, Yosys 0.63+post, stock flow scripts
make -C /OpenROAD-flow-scripts/flow DESIGN_CONFIG=/design/flow/config.mk WORK_HOME=/design/flow/orfs finish
### flow/config.mk
export PLATFORM = sky130hd
export DESIGN_NAME = systolic_array
export DESIGN_NICKNAME = systolic_array
export VERILOG_FILES = /design/flow/design.v
export SDC_FILE = /design/flow/constraint.sdc
export NUM_CORES = 4
export LEC_CHECK = 1
export CORE_UTILIZATION = 40
### flow/constraint.sdc
current_design systolic_array

set clk_period 33.3
set clk_io_pct 0.2

create_clock -name clk0 -period $clk_period [get_ports {clk}]

set non_clock_inputs [all_inputs -no_clocks]
set_input_delay [expr $clk_period * $clk_io_pct] -clock clk0 $non_clock_inputs
set_output_delay [expr $clk_period * $clk_io_pct] -clock clk0 [all_outputs]
### flow/design.v
module systolic_array #(
    parameter DATAWIDTH = 16,
    parameter N_SIZE = 5            
) (
    input  wire                     clk,
    input  wire                     rst_n,
    input  wire                     valid_in,
    input  wire signed [N_SIZE*DATAWIDTH-1:0] matrix_a_in,
    input  wire signed [N_SIZE*DATAWIDTH-1:0] matrix_b_in,
    output reg valid_out,
    output reg signed [N_SIZE*2*DATAWIDTH-1:0] matrix_c_out                  
);
    wire signed [DATAWIDTH-1:0] a_internal_flow [0:N_SIZE-1][0:N_SIZE];
    wire signed [DATAWIDTH-1:0] b_internal_flow [0:N_SIZE][0:N_SIZE-1];
    wire signed [2*DATAWIDTH-1:0] c_pe_out [0:N_SIZE-1][0:N_SIZE-1];
    wire valid_pe_input [0:N_SIZE-1][0:N_SIZE-1];
    reg [0:2*N_SIZE-1] valid_shift;
    wire valid_out_start = valid_shift[2*N_SIZE-1];
    reg [N_SIZE-1:0] valid_out_shift;
    localparam ROW_CNT_WIDTH = ($clog2(N_SIZE) > 0) ? $clog2(N_SIZE) : 1;
    reg [ROW_CNT_WIDTH-1:0] row_counter;
    genvar i, j;
    generate
        for (i = 0; i < N_SIZE; i = i + 1) begin : a_input_delay_gen
            reg signed [DATAWIDTH-1:0] a_delay_chain [0:i];
            always @(posedge clk or negedge rst_n) begin
                if (!rst_n) begin
                    for (integer k = 0; k <= i; k = k + 1) begin
                        a_delay_chain[k] <= 0;
                    end
                end else begin
                    a_delay_chain[0] <= matrix_a_in[i*DATAWIDTH +: DATAWIDTH];
                    for (integer k = 0; k < i; k = k + 1) begin
                        a_delay_chain[k+1] <= a_delay_chain[k];
                    end
                end
            end
            assign a_internal_flow[i][0] = a_delay_chain[i];
        end
    endgenerate
    generate
        for (j = 0; j < N_SIZE; j = j + 1) begin : b_input_delay_gen
            reg signed [DATAWIDTH-1:0] b_delay_chain [0:j];
            always @(posedge clk or negedge rst_n) begin
                if (!rst_n) begin
                    for (integer k = 0; k <= j; k = k + 1) begin
                        b_delay_chain[k] <= 0;
                    end
                end else begin
                    b_delay_chain[0] <= matrix_b_in[j*DATAWIDTH +: DATAWIDTH];
                    for (integer k = 0; k < j; k = k + 1) begin
                        b_delay_chain[k+1] <= b_delay_chain[k];
                    end
                end
            end
            assign b_internal_flow[0][j] = b_delay_chain[j];
        end
    endgenerate
    generate
        for (i = 0; i < N_SIZE; i = i + 1) begin : valid_row_gen
            for (j = 0; j < N_SIZE; j = j + 1) begin : valid_col_gen
                reg valid_delay_chain [0:i+j];
                always @(posedge clk or negedge rst_n) begin
                    if (!rst_n) begin
                        for (integer k = 0; k <= (i+j); k = k + 1) begin
                            valid_delay_chain[k] <= 1'b0;
                        end
                    end else begin
                        valid_delay_chain[0] <= valid_in;
                        for (integer k = 0; k < (i+j); k = k + 1) begin
                            valid_delay_chain[k+1] <= valid_delay_chain[k];
                        end
                    end
                end
                assign valid_pe_input[i][j] = valid_delay_chain[i+j];
            end
        end
    endgenerate
    generate
        for (i = 0; i < N_SIZE; i = i + 1) begin : row_gen
            for (j = 0; j < N_SIZE; j = j + 1) begin : col_gen
                processing_element #(
                    .DATAWIDTH(DATAWIDTH)
                ) pe_inst (
                    .clk(clk),
                    .rst_n(rst_n),
                    .valid_in(valid_pe_input[i][j]),  
                    .a_in_pe(a_internal_flow[i][j]),  
                    .b_in_pe(b_internal_flow[i][j]),  
                    .a_out_pe(a_internal_flow[i][j+1]),  
                    .b_out_pe(b_internal_flow[i+1][j]),  
                    .c_out_pe(c_pe_out[i][j]),        
                    .valid_out_pe()                   
                );
            end
        end
    endgenerate
    always @(posedge clk or negedge rst_n) begin
        if (!rst_n) begin
            valid_shift <= 0;  
        end else begin
            valid_shift[0] <= valid_in;  
            for (integer k = 0; k < 2*N_SIZE-1; k = k + 1) begin
                valid_shift[k+1] <= valid_shift[k];
            end
        end
    end
    always @(posedge clk or negedge rst_n) begin
        if (!rst_n) begin
            valid_out_shift <= 0;  
        end else begin
            if (valid_out_start) begin
                valid_out_shift <= {N_SIZE{1'b1}};
            end else begin
                valid_out_shift <= valid_out_shift >> 1;
            end
        end
    end
    always @(posedge clk or negedge rst_n) begin
        if (!rst_n) begin
            row_counter <= 0;  
        end else if (|valid_out_shift) begin  
            if (row_counter < N_SIZE-1) begin
                row_counter <= row_counter + 1;  
            end else begin
                row_counter <= 0;  
            end
        end else begin
            row_counter <= 0;  
        end
    end
    assign valid_out = |valid_out_shift;
    always @(*) begin
        for (integer j = 0; j < N_SIZE; j = j + 1) begin
            matrix_c_out[j*2*DATAWIDTH +: 2*DATAWIDTH] = c_pe_out[row_counter][j];
        end
    end
endmodule
module processing_element #(
    parameter DATAWIDTH = 16
) (
    input  wire clk,
    input  wire rst_n,
    input  wire valid_in,
    input  wire signed [DATAWIDTH-1:0] a_in_pe,
    input  wire signed [DATAWIDTH-1:0] b_in_pe,
    output wire valid_out_pe,
    output wire signed [DATAWIDTH-1:0] a_out_pe,
    output wire signed [DATAWIDTH-1:0] b_out_pe,
    output reg signed [2*DATAWIDTH-1:0] c_out_pe
);
    reg signed [DATAWIDTH-1:0] a_reg, b_reg;
    reg signed [2*DATAWIDTH-1:0] c_accum_reg;
    reg valid_reg;
    always @(posedge clk or negedge rst_n) begin
        if (!rst_n) begin
            a_reg       <= 0;
            b_reg       <= 0;
            c_accum_reg <= 0;
            valid_reg   <= 1'b0;
        end else begin
            a_reg <= a_in_pe;
            b_reg <= b_in_pe;
            valid_reg <= valid_in;
            if (valid_in) begin
                c_accum_reg <= c_accum_reg + (a_in_pe * b_in_pe);
            end
        end
    end
    assign a_out_pe     = a_reg;
    assign b_out_pe     = b_reg;
    assign c_out_pe     = c_accum_reg;
    assign valid_out_pe = valid_reg;
endmodule
==> run_results.csv <==
group,metric,value,unit
synthesis,yosysTopAreaCellShare,0.417,
synthesis,top_cells_by_area,"fa_1 (42%), dfrtp_1 (14%), inv_1 (9.0%)",
clock_tree,cts_resized,0,
synthesis,netlist_instances,36100,
critical_path,worst_ep_arrival_time,8.16,ns
synthesis,ys_sh_adder,0.505,
outcome,violations,"capacitance limit, slew limit",
run,warning_count,47,
clock_tree,post_cts_buffers,0,
floorplan,fp_util,0.402,
critical_path,r2r_start,"a_input_delay_gen[0].a_delay_chain[0][15]",
synthesis,synth-compound-area-share,0.0843,
grt,grt_overflow_total,0,
placement,place.gp.congestion,1.10,
grt,grt_pass1_vias,294000,
timing,finalMaxSlewViolations,2,
placement,dpl.hpwl,1440000,um
routing,drtIter0Drc,19700,
layout,largest_register_ffs,800,
timing,finalClockPeriodUsage,0.445,
critical_path,reg2reg_to,"row_gen[0].col_gen[0].pe_inst.c_accum_reg[31]",
critical_path,worstRegToRegCells,21,
routing,vias_per_cell,5.54,
min_path,min_path_type,"flip-flop to flip-flop",
critical_path,required,26.64,ns
critical_path,crit_start,"row_counter[0]",
routing,dr.pass1.iters,10,
floorplan,rows,343,
clock_tree,cts_root_buffer,"clkbuf_16",
synthesis,simple_gate_share,0.127,
timing,hold_viol,0,
layout,fillCellCount,81900,
placement,portBuffers,323,
floorplan,ioPinCount,324,
critical_path,crit_type,"flip-flop to primary output",
timing,worst_pin_slew,1.59,ns
synthesis,async_reset_ff_frac,1.00,
placement,placed_cells,48300,
layout,drive_above_1_share,0.0817,
grt,track_usage,0.435,
synthesis,edf_count,0,
clock_tree,clockBufferDepth,4,
clock_tree,insertion_delay,1.10,ns
timing,tns,0,ns
layout,syn2layout_area_growth,10.6,%
synthesis,mux_area_frac,0.0173,
timing,max_freq,67.5,MHz
layout,final_cells,49200,
clock_tree,cts_hold_buf,0,
floorplan,die_h,938,um
timing,setup_violations,0,
routing,routed_wl,1770000,um
clock_tree,cts_tree,"built",
synthesis,yosys_warnings,75,
clock_tree,htree_levels,5,
synthesis,ys_cells,36100,
clock_tree,cts_inserted_buffers,273,
synthesis,logic_family,"adder cells",
timing,relSlewSlack,-0.0597,
synthesis,seq_area_frac_synth,0.138,
clock_tree,path_clk_slew,0.06,ns
critical_path,rrSetupSlack,25.41,ns
synthesis,top_area_cell,"fa_1",
timing,rsz0062_at_grt,"false",
grt,grt_start_max_net_pins,120,
run,max_cap_violations,1,
grt,grt_pass1_wl,2440000,um
critical_path,endpoint,"matrix_c_out[54]",
synthesis,syn_avg_cell_area,9.71,sq um
routing,ant_nets,0,
clock_tree,cts.sinks,1938,
routing,wire_per_inst,36.0,um
routing,dr_total_vias,273000,
synthesis,xor_area_frac,0.0229,
floorplan,core_area,873000,sq um
floorplan,dieWidth,938,um
synthesis,ys_area,351000,sq um
min_path,hp-start,"b_input_delay_gen[2].b_delay_chain[1][9]",
critical_path,endpoint_kind,"primary output",
grt,antenna_found_initial,317,
critical_path,critPathLaunchType,"flip-flop",
synthesis,syn-cell-area,351000,sq um
critical_path,cp_max_fo,11,
synthesis,yosys_most_used_dff,"dfrtp_1",
outcome,outcome,"complete, but fails checks",
timing,period_needed,14.82,ns
synthesis,ys_ff,1938,
routing,drc_errors,0,
synthesis,ys_types,104,
timing,clock_skew,0.112,ns
floorplan,chipArea,880000,sq um
critical path, cell delays in order (launching register included):
cell and delay (ns):
dfrtp_1 0.53, inv_1 0.17, ha_1 0.36, nand3_1 0.16
buf_4 0.30, inv_1 0.26, ha_2 0.68, nand2_1 0.24
nor2_2 0.88, buf_4 0.54, buf_4 0.43, a22o_1 0.20
a221oi_1 0.05, nand3_1 0.15, nor3_1 0.07, a21oi_1 1.21
buf_4 0.29, clkdlybuf4s50_1 0.48
cells in the mapped netlist, types with 218 or more instances:
master / n
inv_1: 8405
fa_1: 7300
nand2_1: 3601
and2_1: 3080
ha_1: 2463
dfrtp_1: 1938
clkbuf_1: 1318
a22oi_1: 885
nor2_1: 845
a21oi_1: 817
xnor2_1: 723
mux2_2: 523
o21ai_0: 373
a21o_1: 319
nand3_1: 308
nor3_1: 285
a221oi_1: 268
a22o_1: 265
nand4_1: 244
a222oi_1: 218
through the flow:
stage	instance area [sq um]	setup slack (ns)	utilization	hold slack (ns)
global route	387000	18.58	0.443	0.337
finish	388000	18.48	0.444	0.305
CTS	387000	18.84	0.443	0.331
global placement	377000	19.91	0.432	0.331
floorplan	351000	23.01	-	0.331
detailed placement	377000	20.00	0.432	0.335
cells in the final DEF, fill, tap and decap left out, types with 797 or more instances in the layout:
master,synthesis,routed
nand2_1,3601,3600
fa_1,7300,7300
inv_1,8405,8402
dfrtp_1,1938,1876
buf_4,4,1777
and2_1,3080,3082
a21oi_1,817,814
nor2_1,845,797
ha_1,2463,2462
a22oi_1,885,885
layout make-up:
cell class	count	area (sq um)	share of cell area
well taps	11600	14500	0.0373
clock buffers	351	7570	0.0195
inverters	8411	31600	0.0814
diodes	380	951	0.00245
clock inverters	138	2000	0.00516
flip-flops and latches	1938	48600	0.125
repair buffers	2109	16800	0.0433
multi-input cells	24300	266000	0.685
metal layers:
layer	global-route usage	routed length (um)
met5	0.0157	2510
met4	0.256	149000
met3	0.263	265000
met2	0.592	729000
met1	0.540	622000
how the worst min path moves through the flow:
| stage | end | slack (ns) | cells past startpoint |
|---|---|---|---|
| final | b_input_delay_gen[2].b_delay_chain[2][9] | 0.31 | 0 |
| after global routing | b_input_delay_gen[1].b_delay_chain[1][4] | 0.34 | 0 |
| after CTS | b_input_delay_gen[2].b_delay_chain[2][9] | 0.33 | 0 |
logic make-up (layout without fill, tap and decap cells):
| kind of cell | count (synthesis) | count (layout) |
|---|---|---|
| xor gates and xnor gates | 914 | 914 |
| buffers and inverters | 9853 | 11000 |
| and+or+nand+nor | 8973 | 8973 |
| adders and majority gates | 9764 | 9764 |
| AOI/OAI and AO/OA | 4113 | 4113 |
| muxes | 540 | 540 |
| other | 0 | 380 |
| DFF | 1938 | 1938 |
